--- flow/run.sh ---
#!/bin/bash
# OpenROAD 26Q1-2900-gdf79404cd8, Yosys 0.63+post, stock flow scripts
make -C /OpenROAD-flow-scripts/flow DESIGN_CONFIG=/design/flow/config.mk WORK_HOME=/design/flow/orfs finish
--- flow/config.mk ---
export PLATFORM = sky130hd
export DESIGN_NAME = FIFO_memory
export DESIGN_NICKNAME = FIFO_memory
export VERILOG_FILES = /design/flow/design.v
export SDC_FILE = /design/flow/constraint.sdc
export NUM_CORES = 4
export LEC_CHECK = 1
export CORE_UTILIZATION = 40
--- flow/constraint.sdc ---
current_design FIFO_memory

set clk_period 15.1
set clk_io_pct 0.2

create_clock -name clk0 -period $clk_period [get_ports {wclk}]

set non_clock_inputs [all_inputs -no_clocks]
set_input_delay [expr $clk_period * $clk_io_pct] -clock clk0 $non_clock_inputs
set_output_delay [expr $clk_period * $clk_io_pct] -clock clk0 [all_outputs]
--- flow/design.v ---
module FIFO_memory #(
    parameter DATASIZE = 128,   
    parameter ADDRSIZE = 4    
)(
    output [DATASIZE-1:0] rdata,    
    input  [DATASIZE-1:0] wdata,    
    input  [ADDRSIZE-1:0] waddr,    
    input  [ADDRSIZE-1:0] raddr,    
    input                 wclken,   
    input                 wfull,    
    input                 wclk      
);
     reg  [DATASIZE-1:0] mem [0:(1<<ADDRSIZE)-1];
  assign rdata = mem[raddr];
  always@(posedge wclk)
    if (wclken && !wfull)
      mem[waddr] <= wdata;
endmodule
==> results.py <==
# Metrics from the implementation run
metrics = {
    "status": {
        "status": "complete, no violations",
    },
    "power_and_ir_drop": {
        "clkPwrFrac_pct": 40.8,
        "p_leak_nw": 27.9,
        "intPower_mw": 9.27,
        "comb_power_share_pct": 5.1,
        "powerDensity_mw_per_mm2": 131,
        "switching_share_pct": 20.8,
        "peakVddDrop_mv": 0.0973,
        "power.switching_mw": 2.43,
        "seqPwrFrac_pct": 54.2,
    },
    "synth": {
        "top_cell_area_share_pct": 80.1,
        "yosys.cell_types.count": 27,
        "syn_area_mm2": 0.0768,
        "numSynthFlops": 2048,
        "yosysTopAreaCell": "edfxtp_1",
        "ys_cells": 3272,
        "synthCells": 3272,
        "postSynthSeqShare_pct": 80.1,
        "ys_area_mm2": 0.0768,
        "ys_warn_count": 1,
        "topCellsByArea": "edfxtp_1 80%, mux4_2 14%, a22oi_1 2.1%",
        "syn-mean-instance-area_um2": 23.5,
    },
    "cells_and_area": {
        "fillers": 15211,
        "instances_no_fill": 6367,
        "drive_gt1_share_pct": 22.8,
        "top_regs": "mem: 2048 flops",
        "largest_reg_flops": 2048,
        "final_common_cell": "edfxtp_1",
        "area_delta_synth_final_pct": 16.2,
        "logic_area_mm2": 0.0146,
        "top_register": "mem",
        "lay_top_cells": "2048 x edfxtp_1, 465 x mux4_2, 262 x clkdlybuf4s50_1",
        "seq_area_mm2": 0.0615,
    },
    "detailed_routing": {
        "wl_per_cell_um": 28.7,
        "wirelength_um": 183000,
        "ant_nets": 0,
        "vias_per_cell": 5.57,
        "drc": 0,
        "drt_pass1_iterations": 7,
        "num_vias": 35482,
        "drtIter0Drc": 1985,
    },
    "clock_tree": {
        "cts_tree": "done",
        "postCtsHoldBufs": 0,
        "cts_made_buffers": 205,
        "cts.sinks": 2048,
        "ctsResizeCount": 0,
        "clk_path_buf_depth": 3,
        "post_cts_buffers": 0,
        "cts_max_level": 4,
        "clk_pin_slew_ns": 0.06,
        "root_buffer": "clkbuf_16",
    },
    "floorplan": {
        "die_area_mm2": 0.194,
        "die.size.y_um": 440,
        "core_mm2": 0.190,
        "pin_count": 267,
        "rows": 160,
        "fp-utilization_pct": 40.3,
        "die_w_um": 440,
    },
    "global_routing": {
        "antenna_found_initial": 36,
        "grt_max_degree": 103,
        "first_global_vias": 39472,
        "gr-usage-all-layers_pct": 21.2,
        "grt_pass1_wl_um": 266000,
        "grt_overflow": 0,
    },
    "final_timing": {
        "maxSlewViolCount": 0,
        "fmax_mhz": 103,
        "hold_viol": 0,
        "final.setup.tns_ns": 0,
        "fin_crit_sh_pct": 64.5,
        "setup_viol": 0,
        "tightest_slew_ns": 0.797,
        "fin_crit_ns": 9.75,
        "slew_headroom_pct": 46.8,
        "rsz0062_at_grt": "no",
    },
    "placed_design": {
        "hpwl_um": 96400,
        "port_buffers": 266,
        "dp.cells": 5985,
        "place_congestion": 0.796,
    },
    "worst_setup_path": {
        "crit_type": "input port to output port",
        "arrival_ns": 6.73,
        "worstPathMaxFanout": 80,
        "cp-start-kind": "input port",
        "cp-end-kind": "output port",
        "crit_required_ns": 12.08,
    },
    "job": {
        "tool_warnings": 29,
        "drv_cap": 0,
    },
    "hold_path": {
        "hold_path.class": "input port to flop",
    },
}
power groups by stage:
stage	clock (mW)	combinational, mW	sequential (mW)
finish	4.77	0.593	6.34
CTS	4.88	0.612	6.34
global route	5.09	0.646	6.34
critical path, cell delays in order:
cell	delay, ns
buf_8	0.41
buf_4	0.55
buf_4	0.55
buf_12	0.56
mux4_2	0.59
a22oi_1	0.28
nand2_1	0.10
clkdlybuf4s50_1	0.42
cells in the mapped netlist:
library cell  count
nor2b_1          16
o22ai_1          17
clkinv_1          1
or3_1             1
nand2b_1          4
a221oi_1          3
o21ai_1           3
o211ai_1         21
nand3_1           3
a22oi_1         219
buf_4            27
buf_2            56
buf_6             4
nand2_1         117
mux4_2          465
a21oi_1          31
clkbuf_4          1
buf_1            10
edfxtp_1       2048
mux2i_1         100
clkbuf_1         82
nor2_1           18
or3b_2            1
a211oi_1         17
and2_1            2
nand4b_1          1
nor3_1            4
per-layer routing:
metal,GRT usage (%),up-vias,routed length [µm]
met4,4.02,34,4350
met3,14.6,304,28000
met2,31.5,2281,89500
met5,0.0248,-,214
met1,27.4,17936,60600
li1,-,14927,-
worst paths after layout:
| check | from | endpoint | cells after the start |
|---|---|---|---|
| worst max-delay path | raddr[0] | rdata[71] | 8 |
| worst min-delay path | wdata[83] | mem[9][83] | 1 |
metrics by stage:
stage               util [%]  hold slack, ns  power [mW]  instance area [µm²]  setup WS, ns
finish                  46.9            3.10        11.7                89200          5.35
global route            46.8            3.11        12.1                89200          4.98
CTS                     46.8            3.01        11.8                89200          5.17
detailed placement      43.5            3.95        7.07                82900          5.20
global placement        43.5            3.93        7.06                82900          5.22
floorplan                  -            3.12        6.76                76800          2.03
cell families (layout without fill, tap and decap cells):
| logic type | count (synthesis) | in the layout | synth area share, % |
|---|---|---|---|
| other | 0 | 6 | 0 |
| and+or+nand+nor | 167 | 167 | 0.916 |
| AOI/OAI and AO/OA | 311 | 311 | 2.91 |
| buffers and inverters | 181 | 759 | 1.15 |
| DFF | 2048 | 2048 | 80.1 |
| muxes | 565 | 565 | 14.9 |
final cells by class:
class                   count  area share (%)
clock buffers             264            6.05
multi-input cells        1043            16.3
well taps                2511            3.52
clock inverters           112            1.05
diodes                      6          0.0168
repair buffers            382            4.08
flip-flops and latches   2048            68.9
inverters                   1         0.00421
Power and IR drop assume default switching activity.
