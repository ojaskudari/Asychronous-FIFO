==> ./design.v <==
module Synchronous_FIFO #(
    parameter WIDTH = 8,     
    parameter DEPTH = 16     
)(
    input  wire                  clk,
    input  wire                  rst_n,
    input  wire [WIDTH-1:0]      data_in,
    input  wire                  wr_en,
    input  wire                  rd_en,
    output reg  [WIDTH-1:0]      data_out,
    output wire                  full,
    output wire                  empty
);
    localparam ADDR_WIDTH = $clog2(DEPTH);
    reg [WIDTH-1:0] fifo [0:DEPTH-1];
    reg [ADDR_WIDTH:0] w_ptr, r_ptr;
    wire [ADDR_WIDTH-1:0] w_addr = w_ptr[ADDR_WIDTH-1:0];
    wire [ADDR_WIDTH-1:0] r_addr = r_ptr[ADDR_WIDTH-1:0];
    assign empty = (w_ptr == r_ptr);
    assign full = ({~w_ptr[ADDR_WIDTH], w_addr} == r_ptr);
    always @(posedge clk or negedge rst_n) begin
        if (!rst_n) begin
            w_ptr    <= 0;
            r_ptr    <= 0;
            data_out <= 0;
        end else begin
            if (wr_en && !full) begin
                fifo[w_addr] <= data_in;
                w_ptr <= w_ptr + 1;
            end
            if (rd_en && !empty) begin
                data_out <= fifo[r_addr];
                r_ptr <= r_ptr + 1;
            end
        end
    end
endmodule
==> ./run.sh <==
#!/bin/bash
# OpenROAD 26Q1-2900-gdf79404cd8, Yosys 0.63+post, stock flow scripts
make -C /OpenROAD-flow-scripts/flow DESIGN_CONFIG=/design/flow/config.mk WORK_HOME=/design/flow/orfs finish
==> ./config.mk <==
export PLATFORM = sky130hd
export DESIGN_NAME = Synchronous_FIFO
export DESIGN_NICKNAME = Synchronous_FIFO
export VERILOG_FILES = /design/flow/design.v
export SDC_FILE = /design/flow/constraint.sdc
export NUM_CORES = 4
export LEC_CHECK = 1
export CORE_UTILIZATION = 50
==> ./constraint.sdc <==
current_design Synchronous_FIFO

set clk_period 3.5
set clk_io_pct 0.2

create_clock -name clk0 -period $clk_period [get_ports {clk}]

set non_clock_inputs [all_inputs -no_clocks]
set_input_delay [expr $clk_period * $clk_io_pct] -clock clk0 $non_clock_inputs
set_output_delay [expr $clk_period * $clk_io_pct] -clock clk0 [all_outputs]
==> results.rst <==
Flow metrics
------------

.. list-table::
   :header-rows: 1

   * - Metric
     - Value
   * - Status
     - complete, no violations
   * - Total Wirelength
     - 13,410 um
   * - Worst min-delay path category
     - flip-flop to flip-flop
   * - Chip Area, Yosys
     - 6095 um2
   * - Sinks on the clock net
     - 146
   * - Min cycle time layout
     - 2734 ps
   * - Area Growth Syn to Fin
     - 14.64%
   * - Final tally of setup violations
     - 0
   * - Critical path type
     - flip-flop to flip-flop
   * - Commonest non-fill, non-tap cell in the layout
     - sky130_fd_sc_hd__edfxtp_1
   * - Total Power
     - 5.870 mW
   * - Total negative setup slack
     - 0 ps
   * - Post-Synthesis Mean Instance Area
     - 15.47 um2
   * - Cell area after synthesis
     - 6095 um2
   * - Dominant delay contributor by cell family on the critical path
     - AND-OR/OR-AND gates
   * - Final worst slack
     - 765.6 ps
   * - Setup slack, reg-to-reg
     - 770 ps
   * - CTS root buffer
     - sky130_fd_sc_hd__clkbuf_16
   * - Yosys warning tally
     - 2
   * - Slowest stage cell on the critical path
     - sky130_fd_sc_hd__dfrtp_1
   * - CP startpoint
     - r_ptr[0]
   * - Starting utilization of the core area
     - 0.5226
   * - Power per cell area
     - 840.2 nW/um2
   * - Vias per inst
     - 6.009
   * - Peak ir drop on the vdd network
     - 459.2 uV
   * - Post-cts sizing count
     - 0
   * - Number of nets with antenna violations after routing
     - 0
   * - Cells along the critical path
     - inv_1 -> ha_1 -> buf_4 -> a22o_1 -> a221oi_1 -> a221oi_1 -> o32ai_1 -> o21ai_1
   * - Total count of max-transition violations in the final report
     - 0
   * - Gate count after technology mapping
     - 394
   * - Setup slack at placement
     - 761.5 ps
   * - Initial antenna violation count
     - 0
   * - Share of synthesized registers carrying an async set or reset
     - 0.1233
   * - CTS tree
     - built
   * - Inserted Clock Buffers
     - 17
   * - Total DRC errors in the routed layout
     - 0
   * - OpenROAD warning count
     - 31
   * - Worst-path fanout max
     - 20
   * - Final Hold Vio Count
     - 0
   * - Kind of start point of the critical path
     - flip-flop
   * - Worst Tran Pin Value
     - 688.1 ps
   * - Sum of net half-perimeters after detailed placement
     - 8551 um
   * - Maximum number of pins on one net before global-route repair
     - 41
   * - Number of global-route vias before repair
     - 3,651
   * - Die height
     - 112.4 um
   * - Final core utilization
     - 0.5991
   * - F_max
     - 0.3657 GHz
   * - Dominant logic cell types in the final layout
     - sky130_fd_sc_hd__edfxtp_1 (128), sky130_fd_sc_hd__nand2_1 (29), sky130_fd_sc_hd__buf_4 (26)
   * - Share of cells above drive strength 1
     - 0.1599
   * - Worst-case reg-to-reg path depth
     - 8
   * - Overall die area
     - 12,630 um2
   * - Element type at the critical path end
     - flip-flop
   * - DR vias
     - 3,527
   * - Post-placement cell count
     - 557
   * - Final RePlAce weighted congestion
     - 0.8535
   * - Sum of overflow across all layers after global routing
     - 0
   * - Worst setup path endpoint
     - data_out[6]
   * - Endpoint of the lowest-slack register-to-register path
     - data_out[6]
   * - Total inserted antenna cells
     - 0
   * - Remaining max-slew budget at the tightest pin
     - 0.5398
   * - Post-route insts no fill
     - 587
   * - Signal arrival time at the worst endpoint
     - 3030 ps
   * - CTS max path bufs
     - 2
   * - Final instance area
     - 6987 um2
   * - Cell area after placement
     - 6456 um2
   * - Post-CTS clock slew at the launch and capture registers of the worst setup and hold paths
     - 50 ps
   * - Number of cell instances after yosys synthesis
     - 394
   * - Stage delay of the slowest cell on the critical path
     - 450 ps
   * - Post-synth EDFFs
     - 128
   * - I/O pin cnt
     - 22
   * - Cell row count
     - 39
   * - Number of hold-repair buffers added at the cts stage
     - 0
   * - Fraction of the yosys area taken by sequential cells
     - 0.7046
   * - Max-capacitance violation count
     - 0
   * - Skew final
     - 4.584 ps
   * - Crit path depth
     - 8
   * - Global-route wire length before repair
     - 21,190 um
   * - Mean routed wirelength per cell
     - 22.85 um
   * - Worst endpoint required time
     - 3790 ps
   * - Reg-to-reg startpoint
     - r_ptr[0]
   * - Number of synthesized register bits
     - 146
   * - Leakage power total
     - 2.405 nW
   * - Synth Flop Type
     - sky130_fd_sc_hd__edfxtp_1
   * - Buffers & Inverters on Critical Path
     - 2
   * - Count of buffers from port buffering
     - 21
   * - Number of search-and-repair iterations in the first detailed-routing pass
     - 4
   * - X dimension of the die
     - 112.4 um
   * - Crit share post-route
     - 0.7812
   * - Tot GR Track Use
     - 0.2508
   * - Placeable core area
     - 11,660 um2
   * - Worst Hold Slack
     - 487.6 ps
   * - Initial DRC Count
     - 251
   * - Number of levels in the clock H-tree
     - 4
   * - Unique cell types
     - 52
   * - Clock Latency Late Sink
     - 410 ps
   * - Post-CTS repair timing setup buffer count
     - 0
   * - RSZ-0062 raised after global routing
     - no
   * - Most prevalent standard cell on the critical path
     - sky130_fd_sc_hd__a221oi_1
worst min path at each step:
| stage | startpoint | endpoint | slack [ps] | depth (start not counted) |
|---|---|---|---|---|
| finish | data_out[6] | data_out[6] | 490 | 2 |
| global route | data_out[2] | data_out[2] | 510 | 2 |
| CTS | data_out[5] | data_out[5] | 490 | 2 |
registers in the layout, indices dropped and copies added (netlist names):
name      count
fifo        128
data_out      8
r_ptr         5
w_ptr         5
power by group:
part	internal [mW]	leakage (nW)	switching (mW)	total, mW
Combinational	0.784	0.778	1.16	1.95
Sequential	2.09	1.37	0.192	2.28
Clock	1.02	0.261	0.620	1.64
synth_stat cells, types with 2 or more instances:
library cell               number  area (um2)
sky130_fd_sc_hd__a211oi_1       5       37.54
sky130_fd_sc_hd__a21oi_1       11       55.05
sky130_fd_sc_hd__a221oi_1       9       78.83
sky130_fd_sc_hd__a221oi_2       4       60.06
sky130_fd_sc_hd__a222oi_1       4       40.04
sky130_fd_sc_hd__a22o_1         7       61.31
sky130_fd_sc_hd__a22oi_1       13       97.59
sky130_fd_sc_hd__buf_12         2       40.04
sky130_fd_sc_hd__buf_2         12       60.06
sky130_fd_sc_hd__buf_4          2       15.01
sky130_fd_sc_hd__buf_6         10       112.6
sky130_fd_sc_hd__dfrtp_1       18       450.4
sky130_fd_sc_hd__edfxtp_1     128        3844
sky130_fd_sc_hd__ha_1           8       100.1
sky130_fd_sc_hd__inv_1          7       26.28
sky130_fd_sc_hd__mux2_1         2       22.52
sky130_fd_sc_hd__mux2_2         4       45.04
sky130_fd_sc_hd__mux2_4         2       30.03
sky130_fd_sc_hd__mux2i_1       11       110.1
sky130_fd_sc_hd__nand2_1       29       108.9
sky130_fd_sc_hd__nand2b_1       2       12.51
sky130_fd_sc_hd__nand3_1       11       55.05
sky130_fd_sc_hd__nor2_1        13       48.80
sky130_fd_sc_hd__nor2b_1        2       12.51
sky130_fd_sc_hd__nor3_1        15       75.07
sky130_fd_sc_hd__nor4_1         6       37.54
sky130_fd_sc_hd__o21ai_0        6       30.03
sky130_fd_sc_hd__o21ai_1        6       30.03
sky130_fd_sc_hd__o21ai_2        3       26.28
sky130_fd_sc_hd__o22ai_1        3       18.77
sky130_fd_sc_hd__o311ai_1       2       17.52
sky130_fd_sc_hd__o31ai_1        4       30.03
sky130_fd_sc_hd__o32ai_1        2       17.52
sky130_fd_sc_hd__xnor2_1        8       70.07
sky130_fd_sc_hd__xor2_1         6       52.55
routing by layer:
metal  track usage  wire length (um)  vias up
met3        0.1365              1680       16
met2        0.3371              5723      168
met1        0.4115              5773     1720
li1              -                 -     1623
met4       0.03733               234        0
met5             0                 0        -
worst register-to-register path, delay by kind of cell, from the launching register on:
family                     cells  cell delay (ps)
AOI/OAI and AO/OA              5             1320
DFF                            1              450
buffers and inverters          2              420
adders and majority gates      1              410
cell type report:
class,count,area (um2)
Clock buffer,20,436.7
Fill cell,873,4676
Tap cell,143,178.9
Timing Repair Buffer,47,405.4
Multi-Input combinational cell,213,1546
Clock inverter,10,93.84
Inverter,8,30.03
Sequential cell,146,4295
kinds of logic after synthesis:
family,Yosys count,synth area share
AOI/OAI and AO/OA,89,0.1144
muxes,19,0.03408
and+or+nand+nor,83,0.06569
adders and majority gates,8,0.01642
DFF,146,0.7046
xor gates and xnor gates,14,0.02012
buffers and inverters,35,0.04475
Power figures rest on the tool's default switching activity, not on a simulated workload.
