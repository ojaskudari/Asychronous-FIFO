[./config.mk]
export PLATFORM = sky130hd
export DESIGN_NAME = Write_pointer
export DESIGN_NICKNAME = Write_pointer
export VERILOG_FILES = /design/flow/design.v
export SDC_FILE = /design/flow/constraint.sdc
export NUM_CORES = 4
export LEC_CHECK = 1
export CORE_AREA = 10 10 78 78
export DIE_AREA = 0 0 88 88
[./constraint.sdc]
current_design Write_pointer

set clk_period 3.5
set clk_io_pct 0.2

create_clock -name clk0 -period $clk_period [get_ports {w_clk}]

set non_clock_inputs [all_inputs -no_clocks]
set_input_delay [expr $clk_period * $clk_io_pct] -clock clk0 $non_clock_inputs
set_output_delay [expr $clk_period * $clk_io_pct] -clock clk0 [all_outputs]
[./design.v]
`timescale 1ns / 1ps
module binary_to_gray#(SIZE=4) (
    input  [SIZE:0] bin,    
    output [SIZE:0] gray    
);
    assign gray = (bin >> 1) ^ bin;   
endmodule
module Write_pointer #(parameter SIZE=4)(
    input w_clk, w_rst_n, w_en,
    input [SIZE:0] s_rd_ptr,
    output reg w_full,
    output [SIZE-1:0] w_addr,
    output reg [SIZE:0] w_ptr
);
wire [SIZE:0] w_bin_nxt, w_gray_nxt;
reg [SIZE:0] w_bin;
wire temp_w_full;
always @(posedge w_clk or negedge w_rst_n) begin
    if (!w_rst_n) begin
        w_bin <= 0;
        w_ptr <= 0;
    end
    else begin
        w_bin <= w_bin_nxt;
        w_ptr <= w_gray_nxt;
    end
end
assign w_addr = w_bin[SIZE-1:0];
assign w_bin_nxt = w_bin + (w_en & !w_full);
binary_to_gray b2gW(.bin(w_bin_nxt), .gray(w_gray_nxt));
assign temp_w_full = (w_gray_nxt == {~s_rd_ptr[SIZE:SIZE-1], s_rd_ptr[SIZE-2:0]});
always @(posedge w_clk or negedge w_rst_n) begin
    if (!w_rst_n)
        w_full <= 1'b0;
    else
        w_full <= temp_w_full;
end
endmodule
[./run.sh]
#!/bin/bash
# OpenROAD 26Q1-2900-gdf79404cd8, Yosys 0.63+post, stock flow scripts
make -C /OpenROAD-flow-scripts/flow DESIGN_CONFIG=/design/flow/config.mk WORK_HOME=/design/flow/orfs finish
==> results.txt <==
Results of the run.

The run finished with clean final reports. Looking at the post-CTS report, the setup buffer insertion count equals 0. For the worst reg-to-reg path, the endpoint reported by OpenROAD is w_full.

The element type at the critical path start is a primary input. The share of total power dissipated in sequential elements is 0.316. The timing report gives the clock slew at the launch and capture registers of the worst setup and hold paths as 0.05 ns. The largest clock skew in the final design is 0.000859 ns. The layout summary lists the proportion of cells stronger than drive strength 1 as 0.0923. The commonest cells after synthesis are dfrtp_1, xnor2_1, xor2_1. Summed over all layers, the routed wires come to approximately 1200 µm.

The worst-skew pair later-pin latency is 0.24 ns. Routability-driven placement finished with a final weighted congestion of around 0.7. On the final layout, the worst hold slack is 0.564 ns. In this run the standard cell core region covers 0.00441 mm². The deepest clock path buffer count is 2. The transition time recorded at the tightest slew-check pin is between 0.4 and 0.5 ns. The floorplan has 24 rows. The final-layout fill cell count is 472. The number of max-cap violations is 0. The post-synthesis cell type with the largest instance count is dfrtp_1. Leaving out buffers and inverters, the combinational logic in the layout accounts for 250 µm². The total leakage power is 0.308 nW. The switching portion of total power is 0.327. STA puts the critical path data required time at 3.66 ns. The power per standard cell area is 896 mW/mm². The capturing element type of the critical path is a flip-flop. For this design, Yosys synthesis ends with a cell count of around 44. In this run the mean area of a mapped cell was between 10 and 15 µm².

The routed design shows a via density per instance of 3.26. VDD sags by at most 0.192 mV. The part of the power in the clock network is 0.201. The initial utilization of the core area, before any placement, comes to 0.114. The overall power of the completed layout is 0.712 mW. The type of the tightest min-delay check is flip-flop to flip-flop. The number of global-route vias before repair is slightly below 400. The number of enable-type register cells in the synthesized netlist is 0. The wire length of the first global-routing pass is approximately 2000 µm. The max-slew violation count is 0. The initial DRC count is 29. The register-to-register setup slack is 1.23 ns. Summed over all instances, the cell type with the most area after synthesis is dfrtp_1.

The yosys warning tally is 1. The number of distinct standard cells referenced by the synthesized netlist is 22. The final layout reports a setup TNS of 0 ns. In the power breakdown, the internal column shows between 0.4 and 0.5 mW. The script parses the final routing iteration and logs DRC violations as 0. The routed layout has roughly 380 vias. The tally of buffers added on design ports is 17.

The netlist area before placement is 504 µm². The aggregate global routing overflow is 0. Summing over the stages, the warning tally comes to 25. The total of cells resized after clock tree synthesis is 0. For this design the total switching power over the nets is 0.233 mW. The register area share after synthesis is 0.496. The top-level port count is 18. The portion of the clock cycle consumed by the worst path in the final layout is 0.802. The highest attainable clock frequency is between 300 and 400 MHz. The clock tree root buffer cell is clkbuf_8. The number of buffers created by CTS is 3.

TritonCTS built the clock tree. After synthesis, the chip area reported by Yosys is between 500 and 600 µm². The die outline area is roughly 0.0077 mm². For this run, the leading register cell type out of synthesis is dfrtp_1. For this run, asynchronously set or reset flops after synthesis account for 1.00. The time the worst path needs with I/O delays and setup is 2.81 ns. The die is 88 µm tall. The global routing report lists combined usage of all routing layers as 0.0337. The power report attributes to the combinational group a share of 0.482. The number of inserted diodes is 0. The horizontal die size is 88 µm. The max-slew headroom at the worst pin is 0.713. Along the worst hold path, the cell count comes to 1. The signed area change from the synthesized netlist to the final layout is 57.6%. Synthesis produced a netlist whose cell count is 44.

Setup repair after global routing left no endpoint under its margin. The detailed-router iteration count before antenna repair is 4. Dividing the detail-routed wire length by the instance count gives about 11 µm. The top cell type's share of synthesized area is 0.496. Buffers inserted to repair hold after CTS numbered 0. According to the timing report, the arrival time at the worst endpoint equals 2.97 ns.

The tree built by TritonCTS fans out to 10 sinks. The start point of the critical path is w_en. The sequential cells in the finished layout cover a total of 250 µm². The largest net degree at the start of global routing is 11.

The count of antenna-violating nets left after detailed routing is 0. The category of the most critical setup path is primary input to flip-flop. The critical-path maximum fanout is 5.

Logic depth along the worst register-to-register path is recorded as 8. The post-synth register bit count is 10. The terminating pin of the worst hold path is w_ptr[4].

The worst min-delay path startpoint is w_ptr[4]. The worst reg2reg path startpoint is w_full. In this run the number of H-tree levels came out at 1.

The number of endpoints with negative hold slack in the final report is 0. The final tally of setup violations is 0. The number of antenna violations at the first check in global routing was 0. For reference, the top cells by area after synthesis are dfrtp_1, xnor2_1, xor2_1, ha_1, xor2_2.
cell families (layout without fill, tap and decap cells):
family          after synthesis  in the layout  share of synthesized area
compound gates                8              8                      0.117
xor+xnor                     10             10                      0.189
fa+ha+maj                     2              2                     0.0496
buf+inv                       1             22                    0.00744
flops                        10             10                      0.496
simple gates                 13             13                      0.141
power groups by stage:
stage | combinational [mW] | sequential [mW] | clock, mW
after global routing | 0.385 | 0.235 | 0.152
final | 0.343 | 0.225 | 0.143
after CTS | 0.353 | 0.228 | 0.146
area by class of cell:
type | count | share of cell area
clock buffers | 4 | 0.0693
well taps | 52 | 0.0819
repair buffers | 17 | 0.214
multi-input cells | 33 | 0.315
flip-flops and latches | 10 | 0.315
inverters | 1 | 0.00472
per-stage QoR:
step                setup slack [ns]  cell area [µm²]  utilization  std cells
floorplan                       1.06              504            -         44
global placement               0.470              739        0.168        113
detailed placement             0.449              739        0.168        113
CTS                            0.676              795        0.180        117
global route                   0.550              795        0.180        117
finish                         0.693              795        0.180        117
registers in the layout, summed over array words and instances (netlist names):
name	flops
w_bin	4
w_full	1
w_ptr	5
per-layer routing:
metal,GRT usage,wire [µm],vias to the layer above
met3,0.0243,167,0
met4,0.00290,0,0
met2,0.0522,569,13
li1,-,-,196
met1,0.0384,505,173
met5,0,0,-
how the worst max path moves through the flow:
stage,cells after the start,to,slack (ns)
4_1_cts,9,w_full,0.68
5_1_grt,9,w_full,0.55
6_report,9,w_full,0.69
layout by cell type (no fill, tap or decap), types with 2 or more instances in the layout:
master and n:
clkdlybuf4s50_1 17, dfrtp_1 10, xnor2_1 5, xor2_1 4, clkbuf_8 4, nand3_1 3, or3_1 2, nand2_1 2
nor2_1 2, ha_1 2
critical path, stage by stage:
cell	delay [ns]
clkdlybuf4s50_1	0.45
nor2b_1	0.15
ha_1	0.24
ha_1	0.23
and4b_1	0.21
o21a_1	0.18
or3_1	0.33
a211o_1	0.31
a22oi_2	0.17
No activity file was given, so power comes from the tool's default toggle rates.
